===== design/flow/config.mk =====
export PLATFORM = sky130hd
export DESIGN_NAME = counter_b
export DESIGN_NICKNAME = counter_b
export VERILOG_FILES = /design/flow/design.v
export SDC_FILE = /design/flow/constraint.sdc
export NUM_CORES = 4
export LEC_CHECK = 1
export CORE_UTILIZATION = 40

===== design/flow/constraint.sdc =====
current_design counter_b

set clk_period 6.4
set clk_io_pct 0.2

create_clock -name clk0 -period $clk_period [get_ports {clk}]

set non_clock_inputs [all_inputs -no_clocks]
set_input_delay [expr $clk_period * $clk_io_pct] -clock clk0 $non_clock_inputs
set_output_delay [expr $clk_period * $clk_io_pct] -clock clk0 [all_outputs]

===== design/flow/design.v =====
module counter_b(clk,reset,mode,DS1,a,b,c,d,e,f,g,h);
output a,b,c,d,e,f,g,h;
output DS1;
input clk,reset;
input mode;
wire DS1;
wire a,b,c,d,e,f,g,h;
reg [3:0] count;
reg clk_reg;
reg [31:0] count_reg1;
initial
begin
count_reg1=0;
end
  assign DS1=1'b0;
  always@(posedge clk)
    if(count_reg1==32'd250000000)
      begin
      clk_reg<=~clk_reg;
		count_reg1<=32'd0;
		end
		else 
		begin
		count_reg1<=count_reg1+32'd1;
		end
	always@(posedge clk_reg or negedge reset)
	  if(!reset)
	    count<=4'd0;
	  else
		 begin
		 if(mode)
		 count<=count+4'b1;
		 else
		 count<=count-4'b1;
		 end
assign{a,b,c,d,e,f,g,h}=(DS1)?8'bx:{seg7(count),1'b0};
  function reg[6:0] seg7;
    input [3:0] in;
	 case(in)
	   4'b0000 :seg7=7'b1111110;
		4'b0001 :seg7=7'b0110000;
		4'b0010 :seg7=7'b1101101;
		4'b0011 :seg7=7'b1111001;
		4'b0100 :seg7=7'b0110011;
		4'b0101 :seg7=7'b1011011;
		4'b0110 :seg7=7'b1011111;
		4'b0111 :seg7=7'b1110000;
		4'b1000 :seg7=7'b1111111;
		4'b1001 :seg7=7'b1111011;
		4'b1010 :seg7=7'b1110111;
		4'b1011 :seg7=7'b0011111;
		4'b1100 :seg7=7'b1001110;
		4'b1101 :seg7=7'b0111101;
		4'b1110 :seg7=7'b1001111;
		4'b1111 :seg7=7'b1000111;
		default :seg7=7'bx;
	 endcase
  endfunction
 endmodule 

===== design/flow/run.sh =====
#!/bin/bash
# OpenROAD 26Q1-2900-gdf79404cd8, Yosys 0.63+post, stock flow scripts
make -C /OpenROAD-flow-scripts/flow DESIGN_CONFIG=/design/flow/config.mk WORK_HOME=/design/flow/orfs finish

==> flow_summary.yaml <==
# generated from flow reports
pwr:
  p_switching_uw: 74.7
  internal_power_uw: 284
  seq_power_share_pct: 57.5
  p_total_uw: 359
  ir_worst_vdd_v: 0.000110
  clock_power_share_pct: 41.2
  p_comb_share_pct: 1.3
  p_sw_share_pct: 20.8
  p_leak_uw: 0.000925
  power.density_nw_per_um2: 162
synthesis:
  async_flop_share_pct: 10.8
  netlist.area_leader.share_pct: 32.1
  ys_cells: 208
  top_cells_by_area: "dfxtp_1, xnor2_1, ha_1"
  ys_warn_count: 1
  adder_share_pct: 7.89
  yosysSeqAreaShare_pct: 38.6
  synthAoiAreaFrac_pct: 7.45
  syn_avg_cell_area_um2: 9.61
  edf_count: 1
  yosys_most_used_dff: "dfxtp_1"
  logic_family: "simple AND/OR/NAND/NOR gates"
  syn_area_um2: 2000
  ys_types: 44
  mux_area_share_pct: 2.69
  ys_sh_xor_pct: 11.4
  ys_ff: 37
  simple_gate_share_pct: 26.9
  top_area_cell: "dfxtp_1"
  syn_inst: 208
  ys_area_um2: 2000
setup_path:
  reg2reg_slack_ns: 4.13
  cp.required_ns: 6.57
  cp-start-kind: "register"
  arrival_ns: 2.45
  rr_worst_depth: 7
  rr_endpoint: "count_reg1[12]$_SDFF_PN0_"
  slowest_stage: "nor4_4"
  path_cells: "inv_1, ha_1, nor4b_1, nand4_1, nor4_4, buf_4, nor2_1"
  rr_startpoint: "count_reg1[0]$_SDFF_PN0_"
  worstSetupEndpointType: "register"
  slowest_delay_ns: 0.56
  cp_max_fo: 9
  critPathTopFamily: "simple AND/OR/NAND/NOR gates"
  worstSetupPathType: "register to register"
  path_buffers: 2
grt:
  grt_pass1_wl_um: 5910
  grt_overflow: 0
  grt_pass1_vias: 1343
  grt_max_degree: 14
  track_usage_pct: 14.5
  antenna_found_initial: 0
timing:
  unclocked_regs: 4
  finalSetupTns_ns: 0
  maxSlewHeadroom_pct: 53.6
  rsz0062_at_grt: "false"
  tightest_slew_ns: 0.689
  untimed_endpoints: 11
  max_freq_mhz: 440
  min_period_ns: 2.27
  hold_viol_final: 0
  maxSlewViolCount: 0
  fin_skew_ns: 0.00443
  setup_viol: 0
  period_used_pct: 35.5
placement:
  hpwl_um: 2600
  dpl.cell_count: 280
  io_buffers: 9
  gp_congestion: 0.785
clock_network:
  htreeDepth: 2
  clockBufferDepth: 2
  cts_buffers: 5
  cts_resized: 0
  clkTransAtPathRegs_ns: 0.06
  post-cts-setup-buffer-count: 0
  ctsHoldBuffers: 0
  worstSkewPairLatency_ns: 0.28
  clockRootBuffer: "clkbuf_8"
  cts_tree: "built"
job:
  max-cap-violations: 0
  tool_warnings: 32
routing:
  routed-via-count: 1456
  first_iter_violations: 29
  dr.pass1.iters: 4
  detail_route.vias_per_cell: 5.06
  diodes: 0
  final_antenna_net_count: 0
  wl_per_cell_um: 11.8
  drcViolationCount: 0
  wl_um: 3410
floorplan:
  pin_count: 12
  core_area_um2: 4750
  dieWidth_um: 72.7
  chipArea_um2: 5280
  fp-utilization_pct: 42.0
  die_h_um: 72.7
  rows: 25
final_layout:
  syn_to_final_growth_pct: 11.1
  instances_no_fill: 288
  layout-drive-gt1-share_pct: 9.05
  fill_cells: 463
  largest_register_ffs: 32
outcome:
  status: "finished, final reports clean"
hold_path:
  hold_path.class: "register to register"
  min_path_cells: 1
  min_from: "count_reg1[31]$_SDFF_PN0_"
  hold_path_end: "count_reg1[31]$_SDFF_PN0_"
stage by stage:
stage	cell area, um^2	worst slack [ns]	util [%]	hold slack, ns
after floorplan	2000	4.38	-	0.435
after global placement	2140	4.21	44.9	0.462
after detailed placement	2140	4.15	44.9	0.464
after CTS	2220	4.14	46.7	0.477
after global routing	2220	3.96	46.7	0.492
final	2220	4.13	46.7	0.471
routing by layer:
layer  routed length (um)  track usage, %  up-vias
li1                     -               -      768
met1                 1770            21.8      661
met2                 1470            22.8       18
met3                  103            3.08        9
met4                   63            1.96        0
met5                    0               0        -
power groups by stage:
stage                 combinational, uW  clock, uW  sequential [uW]
final                              4.70        148              206
after CTS                          4.86        153              206
after global routing               5.57        164              206
kinds of logic (layout without fill, tap and decap cells):
family,count (synthesis),in the layout
XOR/XNOR,26,26
flip-flops,37,37
AND-OR/OR-AND,25,25
multiplexers,4,4
other,1,2
buffers and inverters,20,32
AND/OR/NAND/NOR,83,83
adder cells (fa/ha/maj),12,12
layout by cell type, fill, tap and decap left out, types with 3 or more instances in the layout:
cell type,Yosys,final
dfrtp_1,4,4
nor3_1,4,4
clkbuf_8,0,5
nand3_1,10,10
ha_1,11,11
nor4_1,6,6
or4_1,6,6
nand2_1,11,11
xnor2_1,17,17
and4_1,3,3
clkdlybuf4s50_1,0,9
nand4_1,7,7
a21oi_1,12,12
nor2_1,13,13
nor4b_1,3,3
xor2_1,9,9
inv_1,14,14
dfxtp_1,32,32
or3_1,4,4
o21ai_0,4,4
o31ai_1,4,4
and3_1,5,5
synth_stat cells, types with 2 or more instances:
library cell and instances:
o31ai_1 4, mux2i_1 2, inv_1 14, nand3_1 10
xor2_1 9, and3_1 5, dfrtp_1 4, o21ai_0 4
and4_1 3, a21oi_1 12, dfxtp_1 32, nor4_1 6
nand2_1 11, buf_6 2, nand4_4 2, or3_1 4
ha_1 11, nor4b_1 3, nor2_1 13, buf_4 2
or4_1 6, nand4_1 7, xnor2_1 17, or4_4 2
nor3_1 4
worst register-to-register path, cell delays in order (launching register included):
cell     delay (ns)
dfxtp_1        0.37
inv_1          0.08
ha_1           0.14
nor4b_1        0.40
nand4_1        0.28
nor4_4         0.56
buf_4          0.28
nor2_1         0.07
worst max path at each step:
stage                 slack [ns]                     start  cells past startpoint                        end
after global routing        3.96  count_reg1[0]$_SDFF_PN0_                      7  count_reg1[12]$_SDFF_PN0_
after CTS                   4.14  count_reg1[0]$_SDFF_PN0_                      7  count_reg1[12]$_SDFF_PN0_
final                       4.13  count_reg1[0]$_SDFF_PN0_                      7  count_reg1[12]$_SDFF_PN0_
layout make-up:
class | count | area, um^2 | area share, %
flip-flops and latches | 37 | 771 | 34.7
clock buffers | 6 | 72.6 | 3.27
well taps | 67 | 83.8 | 3.78
repair buffers | 10 | 97.6 | 4.40
inverters | 14 | 52.6 | 2.37
clock inverters | 2 | 10.0 | 0.451
multi-input cells | 152 | 1130 | 51.0
No activity file was given, so power comes from the tool's default toggle rates.
