File: flow/run.sh
#!/bin/bash
# OpenROAD 26Q1-2900-gdf79404cd8, Yosys 0.63+post, stock flow scripts
make -C /OpenROAD-flow-scripts/flow DESIGN_CONFIG=/design/flow/config.mk WORK_HOME=/design/flow/orfs finish
File: flow/config.mk
export PLATFORM = sky130hd
export DESIGN_NAME = disp
export DESIGN_NICKNAME = disp
export VERILOG_FILES = /design/flow/design.v
export SDC_FILE = /design/flow/constraint.sdc
export NUM_CORES = 4
export LEC_CHECK = 1
export CORE_UTILIZATION = 30
File: flow/constraint.sdc
current_design disp

set clk_period 6.0
set clk_io_pct 0.2

create_clock -name clk0 -period $clk_period [get_ports {clk}]

set non_clock_inputs [all_inputs -no_clocks]
set_input_delay [expr $clk_period * $clk_io_pct] -clock clk0 $non_clock_inputs
set_output_delay [expr $clk_period * $clk_io_pct] -clock clk0 [all_outputs]
File: flow/design.v
`timescale 1ns / 1ps
module disp(print,rst,key,clk,led,cea,ceb,cec,ced);
   output  [6:0] led;	
	input print;
	input  [7:0] key;
	input rst,clk;
	output cea,ceb,cec,ced;
	reg cea,ceb,cec,ced;
	reg [16:0]ctr;
	reg [26:0]counter;
	reg [1:0]ce;
	reg [2:0]roll;
	reg led;
	always @(posedge clk)
      begin
         if(rst) 
            begin
				   ctr <=0;			      
					counter<=0;					
					ce <=0;		
				end
			if(ctr[16])
			      begin							
						ce<=ce+2'b01;
					   ctr <= 1'b0;
					end
			else 	 begin ctr<=ctr+1'b1;counter<=counter+1'b1;end
			if(counter['d26])
			      begin
					   counter <=2'b0;
						if (roll===3'b111)
						roll<= 3'b000;
					   else begin roll <= roll+3'b001;	end					
					end
	      end
   always@(ce,key,print)
	begin
	case (ce)			
         2'b00: begin 
		case(roll+3'b000)
		4'b000:led<=7'b0001001;
		4'b001:led<=7'b1111001;
		4'b010:led<=7'b1001110;
		4'b011:led<=7'b1000000;
		4'b100:led<=7'b0011001;
		4'b101:led<=7'b1111001;
		4'b110:led<=7'b1000000;
		4'b111:led<=7'b0100100;
      4'b100:led<=7'b0001001;
		4'b1001:led<=7'b1111001;
		4'b1010:led<=7'b1001110;		
      default:led<=7'bx;
			endcase
			cea<=0;ceb<=1;cec<=1;ced<=1;
			end
			  2'b01: begin 
		case(roll+3'b001)
		4'b000:led<=7'b0001001;
		4'b001:led<=7'b1111001;
		4'b010:led<=7'b1001110;
		4'b011:led<=7'b1000000;
		4'b100:led<=7'b0011001;
		4'b101:led<=7'b1111001;
		4'b110:led<=7'b1000000;
		4'b111:led<=7'b0100100;
      4'b100:led<=7'b0001001;
		4'b1001:led<=7'b1111001;
		4'b1010:led<=7'b1001110;		
      default:led<=7'bx;
			endcase
			cea<=1;ceb<=0;cec<=1;ced<=1;
			end
			  2'b10: begin 
		case(roll+3'b010)
		4'b000:led<=7'b0001001;
		4'b001:led<=7'b1111001;
		4'b010:led<=7'b1001110;
		4'b011:led<=7'b1000000;
		4'b100:led<=7'b0011001;
		4'b101:led<=7'b1111001;
		4'b110:led<=7'b1000000;
		4'b111:led<=7'b0100100;
      4'b100:led<=7'b0001001;
		4'b1001:led<=7'b1111001;
		4'b1010:led<=7'b1001110;		
      default:led<=7'bx;
			endcase
			cea<=1;ceb<=1;cec<=0;ced<=1;
			end
			  2'b11: begin 
		case(roll+3'b011)
		4'b000:led<=7'b0001001;
		4'b001:led<=7'b1111001;
		4'b010:led<=7'b1001110;
		4'b011:led<=7'b1000000;
		4'b100:led<=7'b0011001;
		4'b101:led<=7'b1111001;
		4'b110:led<=7'b1000000;
		4'b111:led<=7'b0100100;
      4'b100:led<=7'b0001001;
		4'b1001:led<=7'b1111001;
		4'b1010:led<=7'b1001110;		
      default:led<=7'bx;
			endcase
			cea<=1;ceb<=1;cec<=1;ced<=0;
			end
			endcase
		if(print)
	begin 
      case(key)
      8'b00000001:led<=7'b0001001;
		8'b00000010:led<=7'b1111001;
		8'b00000100:led<=7'b1001110;
		8'b00001000:led<=7'b1000000;
		8'b00010000:led<=7'b0011001;
		8'b00100000:led<=7'b1111001;
		8'b01000000:led<=7'b1000000;
		8'b10000000:led<=7'b0100100;		
      default:led<=7'bx;
      endcase
	end
  end
endmodule
==> flow_summary.ini <==
; yosys + openroad results
[clock_network]
holdBufCountCts = 0
root_buffer = clkbuf_16
cts_buffer_depth = 2
clk_latency_ns = 0.29
htreeDepth = 2
cts_setup_buffers = 0
cts.sinks = 56
clk_pin_slew_ns = 0.06
cts_tree = yes
numCtsBuffers = 5
postCtsResizedCells = 0

[placed_design]
port_buffers = 21
dp_hpwl_mm = 4.62
gp_congestion = 0.820

[timing]
fmax_ghz = 0.210
tightestPinTransition_ns = 0.580
fin_crit_ns = 4.77
worst_slew_margin_rel_pct = 61.2
clock_skew_ns = 0.00811
slew_violations = 0
fin_crit_sh_pct = 79.5
rsz0062_at_grt = false
finalHoldViolCount = 0
tns_ns = 0
setup_violations = 0

[global_route]
grtUsageTotal_pct = 11.9
grt_antenna_before_repair = 0
grt_pass1_vias = 2704
grt_max_degree = 53
grt_pass1_wl_mm = 11.7
overflow = 0

[detailed_routing]
wl_per_cell_um = 11.9
final_antenna_net_count = 0
n_antenna_cell = 0
vias_per_cell = 5.21
drc_errors = 0
drt_iter0_markers = 197
met2_length_mm = 3.04
highest_layer = met4
vias = 2935
finalWirelength_mm = 6.71
wl_met1_mm = 3.44
met3WireLength_um = 191
dr.pass1.iters = 4

[final_layout]
fill_cells = 1110
syn2layout_area_growth_pct = 13.7
regArea_mm2 = 0.00117
drive_above_1_share_pct = 5.91
comb_area_mm2 = 0.00214

[worst_setup_path]
critPathMaxFanout = 9
crit_path_end_kind = output pin
crit_start = key[2]
path_class = input pin to output pin
required_ns = 4.80
crit_arrival_ns = 3.57
r2r_start = roll[0]$_SDFFCE_PP0P_
slowest_stage = or4_1
cpPeakStageDelay_ns = 0.58
crit_chain = clkdlybuf4s50_1, or4_1, o311a_1, a2111oi_1, clkdlybuf4s50_1
cpMostUsedCell = clkdlybuf4s50_1
cp-start-kind = input pin

[run]
drv_cap = 0
warnings = 41

[die]
fp.dieW_um = 109
num_rows = 38
io_pins = 22
floorplanUtilization_pct = 31.3
die_area_mm2 = 0.0119
core_area_mm2 = 0.0110
die_h_um = 109

[synthesis]
avgSynthCellArea_um2 = 8.33
largest_area_cell = dfxtp_1
yosysWarnings = 1
common_cells = 51 x dfxtp_1, 37 x nor2_1, 36 x o21ai_0
yosys_cells = 414
ff_type = dfxtp_1
postSynthSeqShare_pct = 34.0
edf_count = 5
async_flop_share_pct = 0
ys.flops = 56
netlist_instances = 414
synth_top_area_share_pct = 29.6
area_leaders = dfxtp_1 30%, ha_1 8.0%, o21ai_0 5.2%, edfxtp_1 4.4%, nor2_1 4.0%
synth_top_cell_by_count = dfxtp_1
syn_area_mm2 = 0.00345
ys_chip_area_mm2 = 0.00345
ys_types = 60

[power_and_ir_drop]
power_density_mw_per_mm2 = 188
vdd_ir_drop_max_mv = 0.122
finalPower_uw = 738
p_leak_nw = 1.43

[worst_hold_path]
min_from = ctr[0]$_SDFF_PP0_
hold_path.class = register to register

[outcome]
status = finished, final reports clean
## worst paths after layout
kind / to / slack, ns / cells after the start
min reg2reg: ctr[0]$_SDFF_PP0_ / 0.44 / 1
min: ctr[0]$_SDFF_PP0_ / 0.44 / 1
max reg2reg: register / 3.34 / 8
max: led[6] / 1.23 / 5
## where the power goes
group	switching, mW	leakage (nW)	total [mW]	internal (mW)
Combinational	0.0171	0.877	0.0367	0.0195
Sequential	0.000426	0.469	0.377	0.377
Clock	0.128	0.0808	0.324	0.197
## worst max-delay path: cells and delay by family
| kind | cells | cell delay (ns) |
|---|---|---|
| and+or+nand+nor | 1 | 0.58 |
| buffers and inverters | 2 | 1.09 |
| AOI/OAI and AO/OA | 2 | 0.69 |
## cell type report
type	count	share of cell area [%]
clock inverters	2	0.893
multi-input cells	323	54.5
repair buffers	23	5.74
clock buffers	6	3.29
inverters	13	1.24
flip-flops and latches	56	29.9
well taps	140	4.47
## layout by cell type (no fill, tap or decap), types with 4 or more instances in the layout
cell | Yosys | routed
a21oi_1 | 22 | 22
a31oi_1 | 8 | 8
and2_1 | 5 | 5
clkbuf_16 | 0 | 5
clkdlybuf4s50_1 | 0 | 21
dfxtp_1 | 51 | 51
edfxtp_1 | 5 | 5
ha_1 | 22 | 22
inv_1 | 13 | 13
mux2i_1 | 9 | 9
nand2_1 | 35 | 35
nand2b_1 | 6 | 6
nand3_1 | 21 | 21
nand4_1 | 8 | 8
nor2_1 | 37 | 37
nor2b_1 | 5 | 5
nor3_1 | 13 | 13
o211ai_1 | 9 | 9
o21ai_0 | 36 | 36
o41ai_1 | 5 | 5
or3_1 | 4 | 4
xnor2_1 | 9 | 9
xor2_1 | 14 | 14
## cell families (layout without fill, tap and decap cells)
logic type,Yosys count,in the layout,synth area share (%)
AND/OR/NAND/NOR,162,162,25.6
adder cells (fa/ha/maj),23,23,8.27
buffers and inverters,35,44,4.06
AND-OR/OR-AND,105,105,19.3
multiplexers,10,10,2.94
XOR/XNOR,23,23,5.84
flip-flops,56,56,34.0
## layer usage
metal,global-route usage [%],vias to the layer above
met5,0,-
met4,1.62,0
met3,1.77,4
met2,19.1,36
met1,17.6,1375
li1,-,1520
## metrics by stage
stage | util [%] | instances | cell area [um^2] | hold slack (ns) | setup slack (ns)
2_1_floorplan | - | 414 | 3450 | 0.402 | 2.40
3_3_place_gp | 34.1 | 555 | 3760 | 0.413 | 1.26
3_5_place_dp | 34.1 | 555 | 3760 | 0.424 | 1.20
4_1_cts | 35.5 | 563 | 3920 | 0.443 | 1.20
5_1_grt | 35.5 | 563 | 3920 | 0.468 | 1.11
6_report | 35.5 | 563 | 3920 | 0.439 | 1.23
Power is estimated from default activity; no workload was simulated.
