--- ./run.sh ---
#!/bin/bash
# OpenROAD 26Q1-2900-gdf79404cd8, Yosys 0.63+post, stock flow scripts
make -C /OpenROAD-flow-scripts/flow DESIGN_CONFIG=/design/flow/config.mk WORK_HOME=/design/flow/orfs finish
--- ./config.mk ---
export PLATFORM = sky130hd
export DESIGN_NAME = clock
export DESIGN_NICKNAME = clock
export VERILOG_FILES = /design/flow/design.v
export SDC_FILE = /design/flow/constraint.sdc
export NUM_CORES = 4
export LEC_CHECK = 1
export CORE_UTILIZATION = 50
--- ./constraint.sdc ---
current_design clock

set clk_period 5.0
set clk_io_pct 0.2

create_clock -name clk0 -period $clk_period [get_ports {clk}]

set non_clock_inputs [all_inputs -no_clocks]
set_input_delay [expr $clk_period * $clk_io_pct] -clock clk0 $non_clock_inputs
set_output_delay [expr $clk_period * $clk_io_pct] -clock clk0 [all_outputs]
--- ./design.v ---
`timescale 1ns / 1ps
module clock(clk,rst,quick,num,cea,ceb,cec,ced,key);
	 input clk,rst,quick;
	 input [7:0]key;
    reg [16:0]ctr;
	 reg [26:0]counter;
	 output [7:0]num;
	 output  cea,ceb,cec,ced;
	 reg cea,ceb,cec,ced;
	 reg [1:0]ce;
    reg num;	
	 reg [3:0]digits,tens,hundreds;
	 reg num2,num1,num0;
	 always @(posedge clk)
      begin
         if(rst) 
            begin
				   ctr <=0;
			      num <=0;
					counter <=0;
					digits<=0;
					tens<=0;
					hundreds<=0;
					ce <=0;
				end
			if(ctr[16])
			      begin							
						ce<=ce+2'b01;
					   ctr <= 1'b0;
					end
			else 	 ctr<=ctr+1'b1;
			if(counter[24]&&(~quick))
			      begin
					   counter <=2'b0;
					   digits <= digits+4'd0001;		
					end
			else if (counter[20]&&(quick))
			     begin
					   counter <=2'b0;
					   digits <= digits+4'd0001;		
					end
			 else counter<=counter+1'b1;
			if(digits===4'd10)
			      begin
					   tens <= tens+1'd01;	
					   digits <= 0;
					end
			if(tens===4'd10)
			      begin
					   hundreds <= hundreds+1'd01;	
					   tens <= 0;
					end
			if(hundreds===4'd2&&tens===4'd0&& digits===4'd1)
			      begin
					   hundreds <= 0;	
					   tens <= 0;
						digits<=0;
					end
			               case(key)
                    8'b00000001:begin num<=7'b1001000;cea<=0;ceb<=0;cec<=0;ced<=0;end
		              8'b00000010:begin num<=7'b1001111;cea<=0;ceb<=0;cec<=0;ced<=0;end
		              8'b00000100:begin num<=7'b0111001;cea<=0;ceb<=0;cec<=0;ced<=0; end
		              8'b00001000:begin num<=7'b0000001;cea<=0;ceb<=0;cec<=0;ced<=0; end
		              8'b00010000:begin num<=7'b1001100;cea<=0;ceb<=0;cec<=0;ced<=0; end
		              8'b00100000:begin num<=7'b1001111;cea<=0;ceb<=0;cec<=0;ced<=0; end
		              8'b01000000:begin num<=7'b0000001;cea<=0;ceb<=0;cec<=0;ced<=0; end
		              8'b10000000:begin num<=7'b0010010;cea<=0;ceb<=0;cec<=0;ced<=0; end
        default:
		   begin
			case (ce)			
         2'b00: begin 
			case(digits)
			4'd0:num <=8'b10000001;
			4'd1:num <=8'b11001111;
			4'd2:num <=8'b10010010;
			4'd3:num <=8'b10000110;
			4'd4:num <=8'b11001100;
			4'd5:num <=8'b10100100;
			4'd6:num <=8'b10100000;
			4'd7:num <=8'b10001111;
			4'd8:num <=8'b10000000;
			4'd9:num <=8'b10000100;
			default:num0=8'bx;
			endcase
			cea<=1;ceb<=1;cec<=1;ced<=0;
			end
         2'b01: begin 
			case(tens)
			4'd0:num <=8'b10000001;
			4'd1:num <=8'b11001111;
			4'd2:num <=8'b10010010;
			4'd3:num <=8'b10000110;
			4'd4:num <=8'b11001100;
			4'd5:num <=8'b10100100;
			4'd6:num <=8'b10100000;
			4'd7:num <=8'b10001111;
			4'd8:num <=8'b10000000;
			4'd9:num <=8'b10000100;
			default:num0=8'bx;
			endcase
			cea<=1;ceb<=1;cec<=0;ced<=1; 
			end
			2'b10: begin 
			case(hundreds)
			4'd0:num <=8'b10000001;
			4'd1:num <=8'b11001111;
			4'd2:num <=8'b10010010;
			4'd3:num <=8'b10000110;
			4'd4:num <=8'b11001100;
			4'd5:num <=8'b10100100;
			4'd6:num <=8'b10100000;
			4'd7:num <=8'b10001111;
			4'd8:num <=8'b10000000;
			4'd9:num <=8'b10000100;
			default:num0=8'bx;
			endcase
			cea<=1;ceb<=0;cec<=1;ced<=1;
			end
			2'b11: begin num<=8'b10000001; cea<=1;ceb<=1;cec<=1;ced<=1; end
         default:num<=8'bx;
			endcase
			end
			endcase
		end
endmodule
==> run summary <==
Yosys cell types -> 75
largest net degree at the start of global routing -> 35
Non-Filler Instances -> 644
final hold slack -> 0.455 ns
most frequent cell after synthesis -> nor2_1
Detailed Route WL -> 8.60 mm
Clock Sinks -> 68
Late-Pin Clk Latency -> 0.34 ns
Worst Path Required -> 5.19 ns
Worst VDD drop -> 0.138 mV
Area Growth Syn to Fin -> 8.65%
worst slew pin tran -> 0.842 ns
RSZ-0062 raised after global routing -> false
vias in the first global route -> 3155
WL per Instance -> 13.4 microns
DR vias -> 3641
Total Neg Setup Slack -> 0 ns
critical path depth -> 7
slew margin rel. -> 43.6%
Synth Flop Type -> dfxtp_1
minimum clock period -> 2.99 ns
Die H -> 95.0 microns
Mapped Area -> 4330 sq um
crit-path cells -> clkdlybuf4s50_1, xor2_1, mux2i_1, nor3_2, nor3_2, o41ai_4, o31ai_1
outcome -> completed
Layout Cell Area excl Fill -> 4700 sq um
total setup buffers inserted after CTS -> 0
clock root buffer -> clkbuf_8
most frequent cell on the critical path -> nor3_2
Post-synth top cells -> nor2_1, dfxtp_1, nand2_1
FF-to-FF setup slack -> 2.73 ns
antenna diode instance count -> 0
cell type with the largest total area -> dfxtp_1
Post-synth seq share -> 31.9%
yosys stat area -> 4330 sq um
period utilization -> 59.7%
Reg2Reg Capture Point -> num[3]$_DFF_P_
row cnt -> 33
r2r worst-path depth -> 8
Synth warnings -> 1
H-tree depth -> 3
crit path to -> num[3]$_DFF_P_
Resized Gates After CTS -> 0
PD cells -> 227 nW/um^2
iteration count of the initial detailed-routing pass -> 4
slowest stage delay, CP -> 0.80 ns
GRT overflow -> 0
worst-path fanout max -> 14
Worst Setup End Kind -> register
post-DP HPWL -> 6.05 mm
Post-CTS Hold Fix Bufs -> 0
tool warnings -> 40
vias per cell -> 5.65
kind of cell adding the most delay to the critical path -> AND-OR/OR-AND gates
total CTS buffers -> 9
final hold vios -> 0
# Cells Yosys -> 535
max_cap viols -> 0
critical path class -> input port to register
Yosys reg bits -> 68
Top area cell types -> dfxtp_1, nor2_1, ha_1, xor2_1, a21oi_1
Die Size -> 9030 sq um
Setup crit start kind -> input port
share of cells above drive strength 1 -> 8.72%
worst hold path class -> register to register
crit path from -> key[5]
clock buffer depth -> 2
Highest Clock Rate -> 335 MHz
Post-DRT Antenna Nets -> 0
CTS tree -> done
Mean Syn Cell Area -> 8.08 sq um
initial antenna violation count -> 0
setup violators final -> 0
initial core utilization -> 52.1%
IO buf count -> 22
GPL Wtd Cong -> 0.871
Async S/R FF share, synth -> 0%
number of enable flip-flop cells -> 2
placed insts -> 628
CTS clk-pin slew, worst paths -> 0.08 ns
cell area after placement -> 4500 sq um
initial detailed-routing violation count -> 178
WP buf/inv -> 1
core area -> 8300 sq um
# DRC -> 0
gr usage total -> 20.1%
Mapped Cells -> 535
Setup Skew -> 0.0112 ns
post-synth top area share -> 30.5%
CP Data Arrival Time -> 3.17 ns
first-pass GRT wire length -> 14.4 mm
Ports -> 23
Final Max Slew Viols -> 0
slowest CP cell -> clkdlybuf4s50_1
Die Wd -> 95.0 microns
FF-to-FF Start -> digits[1]$_SDFFE_PP0P_
Leak -> 1.82 nW
## metal layers
layer / part of all wire (%) / track usage [%] / vias up
met5: 0 / 0 / -
met2: 43 / 31.5 / 67
met4: 1.3 / 2.40 / 0
met1: 52 / 31.7 / 1663
li1: - / - / 1901
met3: 3.4 / 1.95 / 10
## registers in the layout, indices dropped and copies added (netlist names)
register  flops
ced           1
cec           1
num           8
counter      25
cea           1
ce            2
tens          4
ceb           1
hundreds      4
ctr          17
digits        4
## worst min-delay path by stage
stage | startpoint | end | slack (ns) | cells past startpoint
4_1_cts | ctr[0]$_SDFF_PP0_ | ctr[0]$_SDFF_PP0_ | 0.46 | 1
5_1_grt | ctr[0]$_SDFF_PP0_ | ctr[0]$_SDFF_PP0_ | 0.49 | 1
6_report | ctr[0]$_SDFF_PP0_ | ctr[0]$_SDFF_PP0_ | 0.46 | 1
## logic make-up after synthesis
kind of cell / Yosys count / share of synthesized area, %
compound gates: 120 / 19.0
fa+ha+maj: 21 / 6.07
simple gates: 232 / 28.8
xor+xnor: 35 / 7.09
buf+inv: 53 / 5.70
mux: 6 / 1.42
flops: 68 / 31.9
## through the flow
step / utilization [%] / power (W) / worst slack [ns]
finish: 56.6 / 0.00107 / 2.01
global route: 56.6 / 0.00112 / 1.88
CTS: 56.6 / 0.00109 / 1.99
detailed placement: 54.2 / 0.000636 / 1.64
global placement: 54.2 / 0.000636 / 1.68
floorplan: - / 0.000609 / 2.74
## cell usage in the layout (no fill, tap or decap), types with 5 or more instances in the layout
master           count
or3_1               11
ha_1                21
nand4_1              7
nand2_1             32
xnor2_1              9
nand2b_1            11
nand3_1             24
dfxtp_1             66
nor4_2               5
inv_1               16
a21oi_1             28
xor2_1              26
and3_1               7
o22ai_1              5
o21ai_2              5
o21ai_0             28
mux2i_1              5
nor2_1              76
a31oi_1              8
nor2b_1              9
nor4_1               5
nor3_1              15
clkbuf_8             9
clkdlybuf4s50_1     22
## power breakdown
part	total (W)	leakage, nW	internal, W	switching (W)
Clock	0.000445	0.100	0.000233	0.000212
Combinational	0.0000679	1.16	0.0000319	0.0000360
Sequential	0.000556	0.558	0.000550	0.00000641
Total	0.00107	1.82	0.000814	0.000255
## layout make-up
type	count	area, sq um
Clock buffer	9	124
Clock inverter	7	73.8
Fill cell	742	3600
Inverter	19	71.3
Multi-Input combinational cell	414	2700
Sequential cell	68	1380
Tap cell	105	131
Timing Repair Buffer	22	220
Power is estimated from default activity; no workload was simulated.
